**design/flow/config.mk**
```make
export PLATFORM = sky130hd
export DESIGN_NAME = ALUCalculator
export DESIGN_NICKNAME = ALUCalculator
export VERILOG_FILES = /design/flow/design.v
export SDC_FILE = /design/flow/constraint.sdc
export NUM_CORES = 4
export LEC_CHECK = 1
export CORE_UTILIZATION = 50
```
**design/flow/run.sh**
```bash
#!/bin/bash
# OpenROAD 26Q1-2900-gdf79404cd8, Yosys 0.63+post, stock flow scripts
make -C /OpenROAD-flow-scripts/flow DESIGN_CONFIG=/design/flow/config.mk WORK_HOME=/design/flow/orfs finish
```
**design/flow/constraint.sdc**
```tcl
current_design ALUCalculator

set clk_period 6.1
set clk_io_pct 0.2

create_clock -name clk0 -period $clk_period [get_ports {clk}]

set non_clock_inputs [all_inputs -no_clocks]
set_input_delay [expr $clk_period * $clk_io_pct] -clock clk0 $non_clock_inputs
set_output_delay [expr $clk_period * $clk_io_pct] -clock clk0 [all_outputs]
```
**design/flow/design.v**
```verilog
`timescale 1ns / 1ps
module ALUCalculator(A, B,Opcode,clk, reset, overflow,anode,cathode);
    input [3:0] A;
    input [3:0] B;
    input [3:0] Opcode;
    input reset;
    input clk;
    output [6:0] cathode;
    output [7:0] anode;
    reg [7:0] result;
    output reg overflow;
    wire [11:0]twelve_bit_number;
    wire [3:0]tens;       
    wire [3:0]units;
    wire fsmClk;
    reg reset_state;  
    initial overflow = 0;
    initial result = 0;
    always @(posedge fsmClk) begin
        if (reset) begin
            result <= 4'b0000;
            overflow <= 0; end
        else begin   
            case (Opcode)
                4'b0000: result = A + 4'b0001;
                4'b0001: result = B + 4'b0001;
                4'b0010: result = A - B;
                4'b0011: result = A + B;
                4'b0100: result = A * B;
                4'b0101: result = A >> 1;
                4'b0110: result = A << 1;
                4'b0111: result = B >> 1;
                4'b1000: result = B << 1;
                4'b1001: result = A % B;
                4'b1010: result = A & B;  
                4'b1011: result = A | B;  
                4'b1100: result = A ^ B;  
                default: result = 4'b0000;  
            endcase
               if (result > 16 || (Opcode == 4'b0010) && ((A < B && result[8] == 1))) overflow <= 1; else overflow <= 0;
        end
    end
    Clock_divider clkdivider(.in_clk(clk),.out_clk(fsmClk));
    BCD bcd(.binary(result),.tens(tens),.units(units));
    assign twelve_bit_number = {Opcode, tens, units};
    fsm FSM(.clock(fsmClk),.twelve_bit_number(twelve_bit_number),.cathode(cathode),.anode(anode));
endmodule
`timescale 1ns / 1ps
module BCD(input [3:0] binary,
           output reg [3:0]tens,          
           output reg [3:0] units); 
           initial begin tens = 0;     
           units = 0; end 
    always @(*) begin
        if (binary >= 4'b1010) begin      
            tens <= 4'b0001;              
            units <= binary - 4'b1010;    
        end else begin                    
            tens = 4'b0000;               
            units <= binary;              
        end
    end
endmodule
`timescale 1ns / 1ps
module Clock_divider(
    input in_clk,       
    output reg out_clk);  
	reg [32:0] count;
	parameter BIG_NUM = 100000; 
	initial begin
		count = 0;
		out_clk = 0;
	end
	always @(negedge in_clk)
	begin
		count = count + 1;
		if (count == BIG_NUM) begin
		  out_clk <= ~out_clk;
		  count <= 0;
		end
	end
endmodule
`timescale 1ns / 1ps
module decoder(
        input [3:0] number,
        output reg [6:0] cathode);
    initial begin
        cathode = 7'b0000001;
    end
    always @(number)
    begin
        case(number)
            0:cathode<=7'b0000001;
            1:cathode<=7'b1001111;
            2:cathode<=7'b0010010;
            3:cathode<=7'b0000110;
            4:cathode<=7'b1001100;
            5:cathode<=7'b0100100;
            6:cathode<=7'b0100000;
            7:cathode<=7'b0001111;
            8:cathode<=7'b0000000;
            9: cathode<=7'b0000100;
            10:cathode<=7'b0001000;
            11:cathode<=7'b1100000;
            12:cathode<=7'b0110001;
            13:cathode<=7'b1000010;
            14:cathode<=7'b0110000;
            15:cathode<=7'b0111000;
            default: cathode<=7'b1111111;
        endcase
    end
endmodule
`timescale 1ns / 1ps
module fsm(
        input clock,
        input [11:0] twelve_bit_number,
        output [6:0] cathode,
        output reg [7:0] anode
    );
    reg [3:0] four_bit_number;
    decoder D(.number(four_bit_number), .cathode(cathode));
    reg [1:0] state;  
    initial begin
		state = 0;
		anode = 8'b11111111;  
	end
    always @(posedge clock)
	begin
	   case(state)
	       0: begin
	           anode = 8'b11111110;  
	           four_bit_number = twelve_bit_number[3:0]; 
	           state = 1; end  
            1: begin
	           anode = 8'b11111101;
	           four_bit_number = twelve_bit_number[7:4];
	           state = 2; end
            2: begin
	           anode = 8'b01111111;  
	           four_bit_number = twelve_bit_number[11:8];  
	           state = 0; end
               default: begin
	           state = 0; end 
	        endcase
	end
endmodule
```
==> run summary <==
n_diodes: 0
core box area: 10,400 um2
P_leak: 2.65 nW
placed wire-length estimate: 8530 um
largest net degree at the start of global routing: 27
violation tally from detailed-route iteration zero: 216
row count: 37
Post-synth seq share: 22.1%
most frequent cell after synthesis: ha_1
fraction of registers with async set/reset: 0%
register pins left without a clock: 21
relative slew slack: 42.8%
DR WL/cell: 13.4 um
biggest area cells: dfxtp_1, ha_1, xnor2_1
Clock Skew: 0.0217 ns
PnR worst setup slack: 2.93 ns
PwrDens: 180 nW/um2
Detail Route Antenna Nets: 0
final WL: 11,100 um
Post-synth top cells: ha_1, nor2_1, dfxtp_1, nand2_1, inv_1
Worst setup EP type: register
synthesis area per yosys: 5350 um2
die span in y: 105 um
# H-tree levels: 2
critical path fanouts, max: 8
Max Cap Violations: 0
Via Count: 4,560
Layout area overhead: 11.2%
critical path type: reg2reg
IO Port Bufs: 24
die span in x: 105 um
CTS clk-pin slew, worst paths: 0.03 ns
Syn. warnings: 7
Distinct cells, synth: 74
Syn Area/Cell: 8.43 um2
Post CTS Setup Buffer Count: 0
final hold vios: 0
# IOs: 30
DRT Pass-1 Iters: 5
Post-synth top flop: dfxtp_1
Mapped Cells: 635
Worst Tran Pin Value: 0.855 ns
layout cell share with drive strength beyond 1: 6.22%
min cycle time layout: 3.17 ns
status: finished, final reports clean
VDD IR max: 0.000151 V
FP Util: 51.6%
Final setup viols: 0
Power, Total: 1.07 mW
CTS-repair resized insts: 0
Worst Hold Class: reg2reg
highest clock rate: 316 MHz
RSZ-0062 raised after global routing: false
global-route wire length before repair: 19,800 um
# Cells Yosys: 635
total global-route track usage: 21.8%
Mapped Area: 5350 um2
Clock Root Buffer: clkbuf_8
worst-skew pair later-pin latency: 0.35 ns
# hold bufs at CTS: 0
CTS tree: built
grt total ovfl: 0
drc violations: 0
vias per std cell: 5.51
endpoints left unconstrained: 39
final period utilization: 51.9%
GPL Wtd Cong: 0.899
CTS Buf Count: 5
Critical Path RT: 9.19 ns
Top cell area share: 17.6%
Max Slew Vio Count: 0
CTS Buffer Depth: 2
Registers, synthesis: 55
vias in the first global route: 4,324
chip area: 11,100 um2
area leader, netlist: dfxtp_1
setup TNS: 0 ns
pre-CTS setup slack: 3.02 ns
Data arrival, critical path: 6.25 ns
tool warnings: 82
initial antenna violation count: 0
Startpoint Class: register
Post-synth EDFFs: 8
## registers in the layout (all words and copies together) (netlist names)
signal,cells
FSM.four_bit_number,4
cathode,7
overflow,1
FSM.state,2
clkdivider.out_clk,1
FSM.anode,3
result,4
clkdivider.count,33
## worst paths after layout
path | from | to | slack (ns) | cells past startpoint
worst min register to register | clkdivider.count[32] | clkdivider.count[32] | 0.46 | 1
worst min-delay path | clkdivider.count[32] | clkdivider.count[32] | 0.46 | 1
worst max register to register | clkdivider.count[0] | clkdivider.out_clk | 2.93 | 9
worst max-delay path | clkdivider.count[0] | clkdivider.out_clk | 2.93 | 9
## placed cells by master, fill, tap and decap left out, types with 4 or more instances in the layout
cell type	instances
mux2i_1	12
a311oi_1	4
or2_2	6
nand4_1	10
nor2_1	70
o21ai_0	27
clkdlybuf4s50_1	24
edfxtp_1	8
fa_1	7
inv_1	72
dfxtp_1	47
nand2b_1	11
ha_1	73
nor4_1	9
o22ai_1	4
a21o_1	8
o211ai_1	8
and4_1	4
xnor2_1	31
conb_1	9
o21a_1	9
nand3_1	24
a31oi_1	7
nand2_1	41
or3_1	7
a21oi_1	30
mux2_2	6
and3_1	10
clkbuf_8	5
nor2b_1	10
xor2_1	16
nor3_1	16
## critical path: stages, from the launching register on
cell and delay, ns:
dfxtp_1 0.39, ha_1 0.24, nand3_1 0.17, nor2_1 0.35, nand2_1 0.22, nor4_1 0.61, o21ai_0 0.20, o31a_1 0.17
nor4_1 0.30, buf_4 0.22
## metrics by stage
stage          cell area, um2  hold WS [ns]  cells  utilization (%)
6_report                 5950         0.456    827             57.4
5_1_grt                  5950         0.468    827             57.4
4_1_cts                  5950         0.459    827             57.4
3_5_place_dp             5710         0.452    786             55.1
3_3_place_gp             5710         0.452    786             55.1
2_1_floorplan            5380         0.435    642                -
## logic make-up after synthesis
group / share of synthesized area (%)
and+or+nand+nor: 22.3
AOI/OAI and AO/OA: 17.2
DFF: 22.1
muxes: 6.38
buffers and inverters: 4.49
adders and majority gates: 19.7
other: 0.140
xor gates and xnor gates: 7.69
## power breakdown
group	switching (mW)	internal, mW
sequential	0	0.225
combinational	0.300	0.256
clock	0.136	0.151
total	0.436	0.631
## routing by layer
metal / vias up / track usage [%] / part of all wire (%) / wire [um]
met5: - / 0 / 0 / 0
met4: 0 / 2.92 / 0.66 / 73
met3: 6 / 2.40 / 3.6 / 395
met2: 71 / 32.8 / 42 / 4690
met1: 2080 / 35.2 / 53 / 5920
li1: 2403 / - / - / -
## cell type report
class | count | area, um2
clock buffers | 5 | 68.8
clock inverters | 37 | 171
fillers | 928 | 4420
inverters | 39 | 146
multi-input cells | 529 | 3960
flip-flops and latches | 55 | 1180
well taps | 136 | 170
repair buffers | 26 | 255
No activity file was given, so power comes from the tool's default toggle rates.
